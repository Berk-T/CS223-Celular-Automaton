--- ./run.sh ---
#!/bin/bash
# OpenROAD 26Q1-2900-gdf79404cd8, Yosys 0.63+post, stock flow scripts
make -C /OpenROAD-flow-scripts/flow DESIGN_CONFIG=/design/flow/config.mk WORK_HOME=/design/flow/orfs finish
--- ./design.v ---
`timescale 1ns / 1ps
module Automata_logic(input clk, rst, enable, U, L, R, B, init, button, output out);
    typedef enum logic[1:0] {S0 = 2'b00,S1 = 2'b01,S2 = 2'b10} State;
    State currentState, nextState;
    reg Uc,Lc,Rc,Bc;
    logic once;
    logic adjButton;
    logic pressed = 'b0;
    always_ff @(posedge clk)
    begin
        if(enable)begin
            Uc <= U; Lc <= L; Rc <= R; Bc <= B;
            adjButton <= 0;
            if(pressed)begin
                if(~button)begin  
                    pressed <=0;
                end 
            end
            else if( ~pressed)begin
                if(button)begin
                    pressed <= 1; adjButton <=1;
                end
            end
            if(rst)begin currentState <= S0; end
            else currentState <= nextState;
        end
        else
            currentState <= S0;
    end
    always_comb
            unique case(currentState) 
                S0:     
                        if(init) nextState = S1;
                        else nextState = S2;
                S1: 
                        if(adjButton && ((Uc&&Lc&&Rc&&~Bc) || (Uc&&Lc&&~Rc&&Bc) || (Uc&&~Lc&&~Rc&&~Bc) || (~Uc&&Lc&&~Rc&&~Bc) || (~Uc&&~Lc&&Rc&&~Bc) || (~Uc&&~Lc&&~Rc&&Bc))) nextState = S1;
                        else if( adjButton && ~((Uc&&Lc&&Rc&&~Bc) || (Uc&&Lc&&~Rc&&Bc) || (Uc&&~Lc&&~Rc&&~Bc) || (~Uc&&Lc&&~Rc&&~Bc) || (~Uc&&~Lc&&Rc&&~Bc) || (~Uc&&~Lc&&~Rc&&Bc))) nextState = S2;
                        else nextState = S1;
                S2: 
                        if(adjButton && ~((Uc&&Lc&&Rc&&~Bc) || (Uc&&Lc&&~Rc&&Bc) || (Uc&&~Lc&&~Rc&&~Bc) || (~Uc&&Lc&&~Rc&&~Bc) || (~Uc&&~Lc&&Rc&&~Bc) || (~Uc&&~Lc&&~Rc&&Bc))) nextState = S2;
                        else if( adjButton && ((Uc&&Lc&&Rc&&~Bc) || (Uc&&Lc&&~Rc&&Bc) || (Uc&&~Lc&&~Rc&&~Bc) || (~Uc&&Lc&&~Rc&&~Bc) || (~Uc&&~Lc&&Rc&&~Bc) || (~Uc&&~Lc&&~Rc&&Bc))) nextState = S1;
                        else nextState = S2;
                default: nextState = S0;
            endcase
    assign out = once ? init : (~currentState[1] & currentState[0]);
    assign once = ~currentState[1] & ~currentState[0];
endmodule
--- ./config.mk ---
export PLATFORM = sky130hd
export DESIGN_NAME = Automata_logic
export DESIGN_NICKNAME = Automata_logic
export VERILOG_FILES = /design/flow/design.v
export SDC_FILE = /design/flow/constraint.sdc
export NUM_CORES = 4
export LEC_CHECK = 1
export CORE_AREA = 10 10 70 70
export DIE_AREA = 0 0 80 80
--- ./constraint.sdc ---
current_design Automata_logic

set clk_period 2.7
set clk_io_pct 0.2

create_clock -name clk0 -period $clk_period [get_ports {clk}]

set non_clock_inputs [all_inputs -no_clocks]
set_input_delay [expr $clk_period * $clk_io_pct] -clock clk0 $non_clock_inputs
set_output_delay [expr $clk_period * $clk_io_pct] -clock clk0 [all_outputs]
==> Slide: Implementation Results <==
Implementation Results

Outcome
  – Status: finished, final reports clean

Route
  – Wire per inst: between 7 and 8 um
  – Initial DRC Count: 36
  – ANT nets after route: 0
  – Vias per cell: about 2.8
  – Final WL: 645 um
  – Ant diodes: 0
  – Vias: 231
  – Drt first pass iters: 2
  – # DRC: 0

STA
  – Max Slew Vio Count: 0
  – Hold slack: about 0.52 ns
  – Fin crit period: 2.18 ns
  – Slew at the pin closest to its max-slew limit: a little over 0.3 ns
  – Final Hold Fails: 0
  – Max Fclk: 458 MHz
  – Unrepaired setup endpoints after global routing: no
  – Clock Skew: roughly 0.0012 ns
  – Cycle use final: between 80% and 90%
  – Final setup viols: 0
  – Worst slew margin: between 70% and 80%
  – Fin Setup TNS: 0 ns

Clock network
  – Post-CTS setup buffer count: 0
  – Clk pin slew, worst setup/hold paths: around 0.050 ns
  – Cts bufs inserted: 3
  – Post-cts sizing count: 0
  – CTS Sinks: 8
  – CTS max path bufs: 2
  – CTS root buffer: clkbuf_4
  – H-tree levels: 1
  – Clock latency on the worst-skew pair: 0.24 ns
  – TritonCTS clock tree: built
  – Post-CTS Hold Buffers: 0

Logic synthesis
  – Mapped Area: 343 um2
  – Syn Inst Count: 25
  – Avg Cell Area, Syn: approximately 14 um2
  – # Cells Yosys: 25
  – Post-synthesis sequential area ratio: between 60% and 70%
  – Flops after synth: 8
  – Cell Type Count: 16
  – Synth Warn #: 1
  – Area reported by Yosys stat: ~340 um2

Layout
  – Final Non-Filler Cells: 84
  – Area growth from synthesis to layout: 50.7%
  – Flop area: between 200 and 250 um2
  – Logic cell area: between 100 and 150 um2
  – Post-route core utilization: between 15 and 20%
  – Filler Cell Count: between 300 and 400
  – Share of cells above drive strength 1: a little over a tenth
  – Fin area: between 500 and 600 um2

Setup path
  – WS Path Type: in -> out
  – CP arrival: between 1.5 and 2 ns
  – CP required: 2.16 ns
  – Critical path's top delay family: buffers and inverters
  – Worst Setup End Kind: output pin
  – CP Launch Type: primary input
  – Crit-path slowest cell: clkdlybuf4s50_1
  – Critical Path Fanout Max: 2
  – Worst path buffer plus inverter count: 2
  – Max incr delay on CP: about 0.48 ns
  – Crit-path cells: clkdlybuf4s50_1, nor2_1, nor2_1, clkdlybuf4s50_1
  – R2r setup slk: 1.32 ns

Global routing
  – Total gr overflow: 0
  – Global-route wire length before repair: between 1000 and 1500 um
  – Pin count of the biggest net entering global routing: 8
  – Number of global-route vias before repair: 246
  – Total GRT Usage: 2.17%
  – Initial antenna violation count: 0

Floorplanning
  – Die height: 80 um
  – I/O Pins: 10
  – Core area: approximately 3400 um2
  – Die ar.: 6400 um2
  – Row count: 21
  – Initial core utilization: between 10% and 20%
  – Die Wd: about 80 um

Job
  – Max Cap Violations: 0
  – Tool warnings: 25

Placement
  – Cell count after placement: ~80
  – DP Area: 490 um2
  – Placer Congestion: around 0.63
  – HPWL after DPL: between 500 and 600 um
  – IO buf count: 9

Pwr
  – Leak: 0.179 nW
  – Peak VDD IR: about 0.11 mV
  – PwrDens: 539 nW/um2

Min path
  – Hold Crit Class: reg -> reg
==> cells by family (layout without fill, tap and decap cells) <==
group | Yosys count | count (layout) | synth area share [%]
and+or+nand+nor | 11 | 11 | 17.9
DFF | 8 | 8 | 64.2
AOI/OAI and AO/OA | 4 | 4 | 8.76
xor gates and xnor gates | 2 | 2 | 9.12
buffers and inverters | 0 | 13 | 0
==> cells in the mapped netlist <==
cell | count | area, um2
xnor3_1 | 1 | 22.5
a21oi_1 | 1 | 5.00
nand3_1 | 1 | 5.00
nor4_1 | 1 | 6.26
dfxtp_1 | 2 | 40.0
nand4b_1 | 1 | 8.76
edfxtp_1 | 6 | 180
o21ai_0 | 1 | 5.00
o22ai_2 | 1 | 12.5
xor2_1 | 1 | 8.76
nand2_1 | 1 | 3.75
nor2_1 | 2 | 7.51
nor3_1 | 1 | 5.00
nand2b_1 | 2 | 12.5
nor2b_1 | 2 | 12.5
a21o_1 | 1 | 7.51
==> routing by layer <==
metal	vias up	share of wire (%)	track usage [%]
li1	122	-	-
met1	103	36	2.12
met2	4	53	3.45
met3	2	9.0	1.48
met4	0	1.9	1.06
met5	-	0	0
==> cell usage in the layout (no fill, tap or decap), types with 2 or more instances in the layout <==
cell type	synthesis	layout
clkbuf_4	0	3
clkdlybuf4s50_1	0	9
dfxtp_1	2	2
edfxtp_1	6	6
nand2b_1	2	2
nor2_1	2	2
nor2b_1	2	2
==> per-stage QoR <==
stage	total power [mW]	worst slack (ns)
2_1_floorplan	0.169	1.41
3_3_place_gp	0.187	0.502
3_5_place_dp	0.189	0.498
4_1_cts	0.284	0.498
5_1_grt	0.301	0.458
6_report	0.278	0.516
==> final timing paths <==
check	start	end	depth (start not counted)
min reg2reg	pressed	adjButton	1
max reg2reg	Lc	currentState[1]	4
min	pressed	adjButton	1
max	init	out	4
==> final cells by class <==
type	instances	area share, %
timing repair buffer	9	17.4
clock buffer	4	5.08
sequential	8	42.6
tap	46	11.1
multi-input combinational	17	23.7
==> registers in the layout, summed over array words and instances, names as in the netlist <==
register	flops
Rc	1
adjButton	1
Uc	1
pressed	1
currentState	2
Lc	1
Bc	1
==> power by group <==
part / switching (mW) / internal [mW] / total (mW)
clock network: 0.0358 / 0.0562 / 0.0920
logic: 0.0129 / 0.0251 / 0.0380
registers: 0.00592 / 0.142 / 0.148
total: 0.0547 / 0.224 / 0.278
Power and IR drop assume default switching activity.
