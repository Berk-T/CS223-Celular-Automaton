==> /design/flow/run.sh <==
#!/bin/bash
# OpenROAD 26Q1-2900-gdf79404cd8, Yosys 0.63+post, stock flow scripts
make -C /OpenROAD-flow-scripts/flow DESIGN_CONFIG=/design/flow/config.mk WORK_HOME=/design/flow/orfs finish
==> /design/flow/config.mk <==
export PLATFORM = sky130hd
export DESIGN_NAME = Initial_Value_Entry
export DESIGN_NICKNAME = Initial_Value_Entry
export VERILOG_FILES = /design/flow/design.v
export SDC_FILE = /design/flow/constraint.sdc
export NUM_CORES = 4
export LEC_CHECK = 1
export CORE_UTILIZATION = 40
==> /design/flow/constraint.sdc <==
current_design Initial_Value_Entry

set clk_period 2.7
set clk_io_pct 0.2

create_clock -name clk0 -period $clk_period [get_ports {clk}]

set non_clock_inputs [all_inputs -no_clocks]
set_input_delay [expr $clk_period * $clk_io_pct] -clock clk0 $non_clock_inputs
set_output_delay [expr $clk_period * $clk_io_pct] -clock clk0 [all_outputs]
==> /design/flow/design.v <==
`timescale 1ns / 1ps
module Initial_Value_Entry( input logic clk, en, enable, input logic[1:0] digSelect, hexSelect, input logic [3:0] inputValue, output logic[3:0] sevOut0, sevOut1, sevOut2, sevOut3, output logic[15:0] ledOut, output logic[63:0] initialValue);
    reg[63:0] value;
    logic en0, en1, en2, en3;
    logic[3:0] out00,out01,out02,out03,out10,out11,out12,out13,out20,out21,out22,out23,out30,out31,out32,out33;
    logic[3:0] sevOut0, sevOut1, sevOut2, sevOut3;
    Value_Picker picker0( clk,  en0, digSelect, inputValue, out00, out01, out02, out03);
    Value_Picker picker1( clk,  en1, digSelect, inputValue, out10, out11, out12, out13);
    Value_Picker picker2( clk,  en2, digSelect, inputValue, out20, out21, out22, out23);
    Value_Picker picker3( clk,  en3, digSelect, inputValue, out30, out31, out32, out33);
    always_ff @(posedge clk)begin
        if(enable)begin
            if( hexSelect[1] && hexSelect[0])begin
                en0 <= 0;
                en1 <= 0;
                en2 <= 0;
                en3 <= en;
                sevOut0 <= out30;
                sevOut1 <= out31;
                sevOut2 <= out32;
                sevOut3 <= out33;
                ledOut <= value[63:48];
            end
            else if( hexSelect[1] && ~hexSelect[0])begin
                en0 <= 0;
                en1 <= 0;
                en2 <= en;
                en3 <= 0;
                sevOut0 <= out20;
                sevOut1 <= out21;
                sevOut2 <= out22;
                sevOut3 <= out23;
                ledOut <= value[47:32];
            end
            else if( ~hexSelect[1] && hexSelect[0])begin
                en0 <= 0;
                en1 <= en;
                en2 <= 0;
                en3 <= 0;
                sevOut0 <= out10;
                sevOut1 <= out11;
                sevOut2 <= out12;
                sevOut3 <= out13;
                ledOut <= value[31:16];
            end
            else if( ~hexSelect[1] && ~hexSelect[0])begin
                en0 <= en;
                en1 <= 0;
                en2 <= 0;
                en3 <= 0;
                sevOut0 <= out00;
                sevOut1 <= out01;
                sevOut2 <= out02;
                sevOut3 <= out03;
                ledOut <= value[15:0];
            end
        end
    end
    assign value[63:60] = out33;
    assign value[59:56] = out32;
    assign value[55:52] = out31;
    assign value[51:48] = out30;
    assign value[47:44] = out23;
    assign value[43:40] = out22;
    assign value[39:36] = out21;
    assign value[35:32] = out20;
    assign value[31:28] = out13;
    assign value[27:24] = out12;
    assign value[23:20] = out11;
    assign value[19:16] = out10;
    assign value[15:12] = out03;
    assign value[11:8] = out02;
    assign value[7:4] = out01;
    assign value[3:0] = out00;
    assign initialValue = value;
endmodule
`timescale 1ns / 1ps
module Value_Picker(input logic clk, en, input logic[1:0] select, input logic [3:0] inputValue, output logic[3:0] in0, in1, in2, in3);
    always_ff @(posedge clk)begin
        if(en)begin
            if( select[1] && select[0])
                in3 <= inputValue;
            else if( select[1] && ~select[0])
                in2 <= inputValue;
            else if( ~select[1] && select[0])
                in1 <= inputValue;
            else if( ~select[1] && ~select[0])
                in0 <= inputValue;
        end
    end
endmodule
==> run_results.csv <==
group,metric,value,unit
status,outcome,"finished clean",
route,vias,1768,
clock_network,holdBufCountCts,0,
route,first_pass_iters,4,
floorplanning,fp_util,41.9,%
logic_synthesis,top_area_cell,"edfxtp_1",
job,tool_warnings,29,
sta,fin_tns_setup,0,ns
logic_synthesis,ys_seq_share,76.8,%
logic_synthesis,yosys.area_share.aoi,0,%
power,switching_share,19.5,%
setup_path,critPathArrivalTime,1.99,ns
logic_synthesis,yosys_area,3290,um^2
global_route,globalRouteTotalUtil,17.3,%
floorplanning,die_w,92.6,um
route,wl_met2,3490,um
sta,layout_setup_ws,0.773,ns
job,maxCapViolations,0,
route,route.detailed.drc,0,
setup_path,cp_max_fo,4,
sta,slew_violations,0,
logic_synthesis,ys.flops,84,
logic_synthesis,synth-simple-area-share,5.22,%
power,power.total,0.00267,W
logic_synthesis,ys_sh_adder,1.90,%
clock_network,clock.latency.late_pin,0.35,ns
clock_network,clkSinkCount,84,
place,gp_congestion,0.796,
logic_synthesis,ys_top_logic_family,"multiplexers",
power,internal_power,0.00215,W
power,pwr-share-comb,7.9,%
finish,n_fill_cell,590,
route,vias_per_cell,4.87,
floorplanning,die-area,8580,um^2
logic_synthesis,xor_share,0,%
global_route,grt_overflow,0,
global_route,antenna_found_initial,0,
finish,drive_above_1_share,15.7,%
logic_synthesis,ys_cells,148,
clock_network,cts_setup_buffers,0,
power,leakage,1.59,nW
power,ir_drop,0.000311,V
place,numPortBuffers,106,
global_route,grt_pass1_wl,10000,um
setup_path,worstPathRequired,2.77,ns
route,antennaDiodeCount,0,
route,ant_nets,0,
floorplanning,coreArea,7850,um^2
route,routedLengthMet1,2560,um
clock_network,cts.clk_slew.worst_paths,0.08,ns
logic_synthesis,ys_warn_count,18,
sta,fin_crit,1.93,ns
power,pwr-share-seq,56.8,%
logic_synthesis,syn_inst,148,
power,powerDensity,579,nW/um^2
clock_network,cts_tree,"done",
power,p_sw,0.000519,W
logic_synthesis,yosys-top-cells-area,"edfxtp_1, mux4_2, buf_4",
floorplanning,io-pin-count,107,
clock_network,clockRootBuffer,"clkbuf_8",
logic_synthesis,mux_share,11.0,%
clock_network,htree_num_levels,3,
setup_path,cp-end-kind,"flip-flop",
sta,hold_viol,0,
clock_network,cts_made_buffers,9,
sta,period_used_share,71.4,%
clock_network,clock_path_buffers,2,
logic_synthesis,top_area_share,76.8,%
sta,setup_viol,0,
setup_path,worstSetupPathType,"input port to flip-flop",
global_route,grt_pass1_vias,1902,
global_route,grt_max_degree,21,
route,wl_met3,496,um
sta,rsz0062_at_grt,"false",
route,drt_iter0_drc,61,
route,wire_per_inst,18.3,um
sta,fmax,519,MHz
logic_synthesis,synth_cell_type_count,12,
logic_synthesis,postSynthAreaPerCell,22.2,um^2
floorplanning,die.size.y,92.6,um
sta,clock_skew,0.00660,ns
finish,final_cell_mix,"clkdlybuf4s50_1, edfxtp_1, mux4_2",
setup_path,cp-start-kind,"input port",
route,wl,6650,um
sta,slew_headroom,53.8,%
hold_path,hp-class,"flip-flop to flip-flop",
logic_synthesis,syn_area,3290,um^2
route,top_layer_used,"met4",
place,post-dp-hpwl,4690,um
clock_network,cts_resized,0,
finish,syn2layout_area_growth,40.3,%
power,clkPwrFrac,35.3,%
floorplanning,rows,32,
sta,worst_pin_slew,0.691,ns
place,place_ws,0.435,ns
finish,lay_top_count,"clkdlybuf4s50_1",
## metal layers
| metal | GRT usage [%] | up-vias |
|---|---|---|
| met1 | 24.9 | 870 |
| met4 | 2.95 | 0 |
| met3 | 7.27 | 9 |
| li1 | - | 807 |
| met2 | 27.5 | 82 |
| met5 | 0 | - |
## cells by family after synthesis
group | Yosys count
AND/OR/NAND/NOR | 20
buffers and inverters | 23
adder cells (fa/ha/maj) | 5
flip-flops | 84
multiplexers | 16
## synthesized netlist by cell type (all sizes together)
master   n
and2     4
nor4bb   8
inv      2
and3     1
buf     20
nor3b    1
edfxtp  84
ha       5
and3b    6
clkbuf   1
mux4    16
## layout make-up
type | instances | area (um^2) | area share (%)
inverters | 2 | 7.51 | 0.163
flip-flops and latches | 84 | 2520 | 54.7
well taps | 102 | 128 | 2.77
multi-input cells | 41 | 594 | 12.9
clock inverters | 5 | 76.3 | 1.66
repair buffers | 118 | 1150 | 25.0
clock buffers | 11 | 131 | 2.85
## per-stage QoR
step | hold WS, ns | std cells | instance area (um^2) | util [%]
2_1_floorplan | 0.609 | 148 | 3290 | -
3_3_place_gp | 0.651 | 347 | 4400 | 56.1
3_5_place_dp | 0.652 | 347 | 4400 | 56.1
4_1_cts | 0.670 | 363 | 4610 | 58.8
5_1_grt | 0.690 | 363 | 4610 | 58.8
6_report | 0.663 | 363 | 4610 | 58.8
## power groups by stage
stage	combinational, W	clock, W	sequential (W)
final	0.000211	0.000940	0.00152
after global routing	0.000231	0.00101	0.00152
after CTS	0.000216	0.000958	0.00152
## final timing paths
| kind | from | endpoint | slack (ns) | cells after the start |
|---|---|---|---|---|
| worst max-delay path | digSelect[0] | picker2.in0[2]$_DFFE_PP_ | 0.77 | 5 |
| worst min-delay path | picker3.in3[0]$_DFFE_PP_ | sevOut3[0]$_DFFE_PP_ | 0.66 | 1 |
| worst min register to register | picker3.in3[0]$_DFFE_PP_ | sevOut3[0]$_DFFE_PP_ | 0.66 | 1 |
| worst max register to register | picker3.in0[0]$_DFFE_PP_ | sevOut0[0]$_DFFE_PP_ | 1.49 | 1 |
## worst max-delay path: stages
cell and delay [ns]:
clkdlybuf4s50_1 0.53, inv_1 0.08, ha_1 0.34, nor4bb_1 0.31
buf_4 0.19
Power figures rest on the tool's default switching activity, not on a simulated workload.
