[flow/design.v]
`timescale 1ns / 1ps
module SevSeg_4digit(
input clk, blink,
input [3:0] in0, in1, in2, in3,  
output a, b, c, d, e, f, g, dp,  
output [3:0] an);  
    reg clk_adj;
    reg flash;
    clk_adjuster adj( clk, 'b1, 'd25_000_000, clk_adj);
    localparam N = 18;
    logic [N-1:0] count = {N{1'b0}};  
    always@ (posedge clk)begin
        count <= count + 1;
            if(clk_adj)begin flash <= 1; end
            else begin flash <=0; end
    end
logic [3:0]digit_val;  
logic [3:0]digit_en;  
always_comb
begin
    digit_en = 4'b1111;  
    digit_val = in0;  
    case(count[N-1:N-2])  
    2'b00 :  
        begin
digit_val = in0;
digit_en = 4'b1110;
end
2'b01:  
begin
digit_val = in1;
digit_en = 4'b1101;
end
2'b10:  
begin
digit_val = in2;
digit_en = 4'b1011;
end
2'b11:  
begin
digit_val = in3;
digit_en = 4'b0111;
end
endcase
end
logic [6:0] sseg_LEDs;
always_comb
begin
sseg_LEDs = 7'b1111111;  
case(blink)
    'b1: case(flash)
        'b1: sseg_LEDs = 7'b1111111;
        'b0: case(digit_val)
            4'h0 : sseg_LEDs = 7'b1000000;  
            4'h1 : sseg_LEDs = 7'b1111001;  
            4'h2 : sseg_LEDs = 7'b0100100;  
            4'h3 : sseg_LEDs = 7'b0110000;  
            4'h4 : sseg_LEDs = 7'b0011001;  
            4'h5 : sseg_LEDs = 7'b0010010;  
            4'h6 : sseg_LEDs = 7'b0000010;  
            4'h7 : sseg_LEDs = 7'b1111000;  
            4'h8 : sseg_LEDs = 7'b0000000;  
            4'h9 : sseg_LEDs = 7'b0010000;  
            4'ha : sseg_LEDs = 7'b0001000;  
            4'hb : sseg_LEDs = 7'b0000011;  
            4'hc : sseg_LEDs = 7'b1000110;  
            4'hd : sseg_LEDs = 7'b0100001;  
            4'he : sseg_LEDs = 7'b0000110;  
            4'hf : sseg_LEDs = 7'b0001110;  
        endcase
     endcase
    'b0: case(digit_val)
        4'h0 : sseg_LEDs = 7'b1000000;  
        4'h1 : sseg_LEDs = 7'b1111001;  
        4'h2 : sseg_LEDs = 7'b0100100;  
        4'h3 : sseg_LEDs = 7'b0110000;  
        4'h4 : sseg_LEDs = 7'b0011001;  
        4'h5 : sseg_LEDs = 7'b0010010;  
        4'h6 : sseg_LEDs = 7'b0000010;  
        4'h7 : sseg_LEDs = 7'b1111000;  
        4'h8 : sseg_LEDs = 7'b0000000;  
        4'h9 : sseg_LEDs = 7'b0010000;  
        4'ha : sseg_LEDs = 7'b0001000;  
        4'hb : sseg_LEDs = 7'b0000011;  
        4'hc : sseg_LEDs = 7'b1000110;  
        4'hd : sseg_LEDs = 7'b0100001;  
        4'he : sseg_LEDs = 7'b0000110;  
        4'hf : sseg_LEDs = 7'b0001110;  
    default : sseg_LEDs = 7'b0111111;  
    endcase
    endcase
end
assign an =  digit_en;
assign {g, f, e, d, c, b, a} = sseg_LEDs;
assign dp = 1'b1;  
endmodule
`timescale 1ns / 1ps
module clk_adjuster( input clk, en, input[31:0] adjTo ,output logic clk_adj);
    reg[31:0] count;
    always_ff@ (posedge clk)
    begin
        if( ~en) begin
            clk_adj <= 0;
            count <= 0;
        end
        else begin
            count <= count + 1;
            if( count == adjTo) begin
                clk_adj <= ~clk_adj;
                count <= 0;
            end
        end
    end
endmodule
[flow/run.sh]
#!/bin/bash
# OpenROAD 26Q1-2900-gdf79404cd8, Yosys 0.63+post, stock flow scripts
make -C /OpenROAD-flow-scripts/flow DESIGN_CONFIG=/design/flow/config.mk WORK_HOME=/design/flow/orfs finish
[flow/config.mk]
export PLATFORM = sky130hd
export DESIGN_NAME = SevSeg_4digit
export DESIGN_NICKNAME = SevSeg_4digit
export VERILOG_FILES = /design/flow/design.v
export SDC_FILE = /design/flow/constraint.sdc
export NUM_CORES = 4
export LEC_CHECK = 1
export CORE_UTILIZATION = 50
[flow/constraint.sdc]
current_design SevSeg_4digit

set clk_period 6.1
set clk_io_pct 0.2

create_clock -name clk0 -period $clk_period [get_ports {clk}]

set non_clock_inputs [all_inputs -no_clocks]
set_input_delay [expr $clk_period * $clk_io_pct] -clock clk0 $non_clock_inputs
set_output_delay [expr $clk_period * $clk_io_pct] -clock clk0 [all_outputs]
==> run summary <==
Item: results of the latest flow run.

- The most critical hold endpoint after final layout shows a slack of 0.370 ns.
- The tree is rooted in a sky130_fd_sc_hd__clkbuf_8.
- The path class of the lowest-slack min-delay path is reg -> reg.
- The layout cell share with drive strength beyond 1 is 8.65%.
- Counting distinct cell types in the post-synthesis netlist gives 49.
- The slowest stage cell on the critical path is sky130_fd_sc_hd__mux4_2.
- The number of antenna violations at the first check in global routing is 0.
- The most numerous cell type found on the critical path is sky130_fd_sc_hd__clkdlybuf4s50_1.
- TritonRoute output was used to compute an average wire per cell of between 10 and 15 um.
- The power density over cell area is ~200 mW/mm^2.
- The register share after synthesis is 40.0%.
- The count of maximum capacitance violations is 0.
- The post-route standard cell area excluding fillers is 0.00306 sq mm.
- The startpoint identified for the worst register-to-register timing path is adj.count[0].
- The proportion of synthesized flip-flops having asynchronous set or reset is 0%.
- Across the routed clock network, the largest skew measured is between 0.01 and 0.015 ns.
- Hold repair after CTS inserted 0 buffers.
- The total power after layout is 0.608 mW.
- Per the layout area report, the register area comes to 0.00105 sq mm.
- The cell count in the Yosys report is 284.
- For this configuration, the core starts out at a cell density of 51.8%.
- The script extracted a net switching power of 0.120 mW.
- The mapped netlist covers 0.00263 sq mm.
- The number of buffers inserted during clock tree synthesis is 5.
- The clock network power share is 38.3%.
- The weighted congestion reported at the end of routability-driven placement is 0.812.
- The number of pins with negative max-slew slack in the final report is 0.
- Post-synthesis, Yosys gives the total cell area as approximately 0.0026 sq mm.
- The global-route wire length before repair is 7670 um.
- In the final report, the number of endpoints failing setup comes to 0.
- The total via count after detailed routing is 1,967.
- The clock tree synthesis step divided the H-tree into 2 levels.
- The final timing summary puts the cycle share of the worst path at 76.5%.
- The flow ran to the end, and the final reports show no timing, DRC or antenna violations.
- Data on the critical path arrives at its endpoint at 3.45 ns.
- For this run, the slowest stage of the critical path takes 0.54 ns.
- In this run the most critical hold path is launched from adj.clk_adj.
- The antenna diode count is 0.
- Yosys mapped a number of flops with a built-in enable equal to 1.
- The maximum achievable frequency is between 200 and 250 MHz.
- The number of global-route vias before repair came to 1,757.
- By instance count after routing, the leading logic cell types are sky130_fd_sc_hd__dfxtp_1, sky130_fd_sc_hd__clkdlybuf4s50_1, sky130_fd_sc_hd__xnor2_1.
- Endpoints failing hold in the final report were tallied at 0.
- Setup repair after global routing left no endpoint under its margin.
- Setup total negative slack on the finished layout was measured at 0 ns.
- For reference, the clock transition at the flip-flops on the worst setup and hold paths is 0.08 ns.
- Wires add up to 4560 um.
- The routed design shows a via density per instance of 5.15.
- After synthesis the netlist holds a flip-flop and latch count of 52.
- The number of gates resized after cts is 0.
- Cells fill about three fifths of the core in the end.
- The count of fill cells added during filler insertion is 439.
- Per the post-route antenna check, the number of violating nets is 0.
- The half-perimeter wire length after detailed placement is approximately 3400 um.
- The first TritonRoute pass finished after 4 iterations.
- The core outline area is 0.00507 sq mm.
- Looking at the power breakdown, sequential logic takes 55.9% of the total.
- Measured along the y axis, the die boundary spans 74.5 um.
- The total routing usage reported by global routing is 17.9%.
- Walking the worst path, the cells encountered are clkdlybuf4s50_1 > mux4_2 > ha_1 > or3b_2 > o221ai_1 > nand2_1 > clkdlybuf4s50_1.
- The count of buffering cells on the critical path with inverters included is 2.
- The growth of design area from synthesis to finish is 16.5%.
- Post-CTS timing repair inserted 0 buffers for setup.
- In this run the cell area measured after placement is 0.00295 sq mm.
- The floorplan has 26 rows.
- The number of port buffers is 28.
- The peak supply drop is 0.000137 V.
- At the later pin of the worst-skew pair, clock insertion delay measures 0.30 ns.
- The smallest setup slack after layout is 1.43 ns.
- The per-instance average area after synthesis is between 9 and 10 sq um.
- The number of clock sinks is 52.
- Looking at the max-slew report, the worst-margin pin has a slew of 0.523 ns.
- The tally of non-filler cells in the final layout is 382.
- The overall chip area is 0.00555 sq mm.
- Counting the warning lines in the Yosys log gives 2.
- The power report lists cell-internal power as 0.488 mW.
- In the synthesized netlist, the number of instances is 284.
- The count of pins on the block boundary is 30.
- Among cell families on the critical path, the largest total delay comes from buffers and inverters.
- Per the placement report, the placed cell count is 374.
- The maximum number of pins on one net before global-route repair is 17.
- The leading register cell type out of synthesis is sky130_fd_sc_hd__dfxtp_1.
- Detailed-route iteration 0 reported a violation count of about 79.
- The reported leakage power is 1.14 nW.
- Global routing finished with a remaining overflow of 0.
- Checking max transition, the worst relative margin is 64.9%.
- Logged for this run, the post-placement worst setup slack is 1.44 ns.
- The tally of OpenROAD warnings is 32.
- In this run switching power makes up about a fifth of total power.
- The number of DRC violations after detailed routing is 0.
- At the worst endpoint, the required time is 4.88 ns.
- The commonest non-fill, non-tap cell in the layout is sky130_fd_sc_hd__dfxtp_1.
- The type of destination of the critical path is a primary output.
- The critical path startpoint is in2[1].
- The critical path class is in -> out.
- In this run the horizontal extent of the chip is about 74 um.
- The combinational cell fraction of total power is approximately 5.7%.
- The final critical-path required period is 4.67 ns.
- STA lists the maximum fanout along the critical path as 6.
- The number of buffers between clock root and the deepest sink is 2.
- The CTS tree is done.
- The worst setup path is launched from a primary input.
- The area of the multi-input gates is around 0.0015 sq mm.
## final timing paths
check / to / slack (ns) / depth (start not counted)
max: a / 1.43 / 7
min: flash / 0.37 / 0
max reg2reg: adj.clk_adj / 3.94 / 6
min reg2reg: flash / 0.37 / 0
## layer usage
| metal | track usage, % | up-vias | wire length [um] |
|---|---|---|---|
| met5 | 0 | - | 0 |
| met4 | 1.68 | 0 | 51 |
| met3 | 3.30 | 5 | 235 |
| met2 | 28.4 | 33 | 1910 |
| met1 | 27.4 | 872 | 2360 |
| li1 | - | 1057 | - |
## power groups by stage
stage / clock network (mW) / logic, mW / registers (mW)
after CTS: 0.242 / 0.0352 / 0.340
after global routing: 0.254 / 0.0387 / 0.340
final: 0.233 / 0.0348 / 0.340
## worst register-to-register path, cell delays in order, from the launching register on
cell                      delay (ns)
sky130_fd_sc_hd__dfxtp_1        0.36
sky130_fd_sc_hd__inv_1          0.07
sky130_fd_sc_hd__ha_1           0.15
sky130_fd_sc_hd__nor4b_1        0.30
sky130_fd_sc_hd__nand4_1        0.20
sky130_fd_sc_hd__nor4_2         0.50
sky130_fd_sc_hd__buf_4          0.27
## cell usage after synthesis, drive strengths merged, types with 6 or more instances
| library cell | count | area (sq um) |
|---|---|---|
| nand2 | 19 | 71.3 |
| clkbuf | 6 | 36.3 |
| xor2 | 15 | 131 |
| inv | 19 | 71.3 |
| ha | 9 | 113 |
| nand4 | 12 | 105 |
| xnor2 | 22 | 193 |
| a21oi | 9 | 48.8 |
| o21ai | 11 | 55.1 |
| nor3 | 9 | 45.0 |
| dfxtp | 51 | 1020 |
| nand3 | 15 | 75.1 |
| nor2 | 21 | 78.8 |
## final cells by class
cell class                      instances  area share, %
Tap cell                               70           2.86
Clock buffer                            6           2.37
Timing Repair Buffer                   29           9.40
Inverter                               19           2.33
Sequential cell                        52           34.3
Clock inverter                          2           1.27
Multi-Input combinational cell        204           47.4
## flip-flops by register name, indices dropped and copies added (netlist names)
name         count
adj.count       32
adj.clk_adj      1
flash            1
count           18
## cell families after synthesis
kind of cell | synth area share [%]
AOI/OAI and AO/OA | 8.38
xor gates and xnor gates | 12.3
adders and majority gates | 4.29
buffers and inverters | 5.00
DFF | 40.0
muxes | 4.24
other | 0.143
and+or+nand+nor | 25.6
Power figures rest on the tool's default switching activity, not on a simulated workload.
